===== config.mk =====
export PLATFORM = sky130hd
export DESIGN_NAME = simple_ram
export DESIGN_NICKNAME = simple_ram
export VERILOG_FILES = /design/flow/design.v
export SDC_FILE = /design/flow/constraint.sdc
export NUM_CORES = 4
export LEC_CHECK = 1
export CORE_UTILIZATION = 50

===== constraint.sdc =====
current_design simple_ram

set clk_period 2.7
set clk_io_pct 0.2

create_clock -name clk0 -period $clk_period [get_ports {clk}]

set non_clock_inputs [all_inputs -no_clocks]
set_input_delay [expr $clk_period * $clk_io_pct] -clock clk0 $non_clock_inputs
set_output_delay [expr $clk_period * $clk_io_pct] -clock clk0 [all_outputs]

===== design.v =====
module simple_ram (
    input        clk,           
    input        we,            
    input  [3:0] addr,          
    input  [7:0] din,           
    output reg [7:0] dout       
);
    reg [7:0] mem [15:0];       
    always @(posedge clk) begin
        if (we)
            mem[addr] <= din;   
        else
            dout <= mem[addr];  
    end
endmodule

===== run.sh =====
#!/bin/bash
# OpenROAD 26Q1-2900-gdf79404cd8, Yosys 0.63+post, stock flow scripts
make -C /OpenROAD-flow-scripts/flow DESIGN_CONFIG=/design/flow/config.mk WORK_HOME=/design/flow/orfs finish

==> run summary <==
Results of the full flow below.

Logic synthesis:
- The run gives the post-synthesis instance area as 5150 um^2.
- The run gives the total of warnings raised by yosys as 1.
- The run gives the average instance area after synthesis as 22.3 um^2.
- The run puts the count of instantiated cells in the yosys netlist at around 230.
- In this run, distinct cell masters in the synthesized netlist total 18.
- According to the Yosys statistics, the synthesized design has a chip area of approximately 5100 um^2.
- The run gives the synthesized instance count as approximately 230.
- The run gives the sequential element share of the synthesized area as about 79%.
- The run puts the number of register bits inferred by synthesis at between 100 and 150.

STA:
- The run puts the setup slack of the critical path after layout at approximately 0.86 ns.
- The run gives the share of the clock period used by the worst path after layout as 68.1%.
- Setup repair after global routing left no endpoint under its margin.
- The run gives the clock period minus final worst setup slack as ~1.8 ns.
- Hold-check failures listed in the final report amount to 0.
- The run puts the pin slew with the least headroom to its limit at slightly above 0.7 ns.
- The run puts the final setup violation count at 0.
- The run gives the max-slew violation count as 0.
- The run puts the setup TNS at 0 ns.
- The run puts the maximum achievable frequency at between 0.5 and 0.6 GHz.
- The slew check shows that the tightest pin keeps a relative margin of 51.6%.
- The run gives the worst-case clock skew as around 0.0066 ns.

Power and ir drop:
- The run gives the leakage power summed over all cells as slightly above 2 nW.
- The run gives the peak supply drop as ~0.0004 V.
- The run puts the power per unit of standard cell area at 801 nW/um^2.

Global route:
- The run gives the initial antenna violation count as 0.
- The run puts the global routing usage summed across all routing layers at between 20% and 30%.
- The run puts the maximum number of pins on one net before global-route repair at 28.
- For this run the aggregate overflow at the end of global routing stands at 0.
- The first global-routing pass estimated approximately 15000 um of wire.
- The number of global-route vias before repair was 2605.

Detailed routing:
- In the final routing, the length of wire on met1 measures ~4000 um.
- The run puts the routed length per instance at roughly 22 um.
- The run gives the detailed-routed wire length on met3 as ~1100 um.
- The run puts the detailed router's first-iteration violation count at roughly 84.
- The run gives the vias per cell as 5.58.
- The run puts the routed length on met2 at approximately 4300 um.
- The run gives the post-detailed-routing wire length as about 9600 um.
- The run puts the detailed-route via count at between 2000 and 2500.
- The run puts the count of TritonRoute iterations in the first routing pass at 4.
- The highest metal layer carrying signal wires in the routed design is met4.
- The run puts the remaining design rule violation count at 0.
- The run puts the number of nets still failing antenna checks after routing at 0.
- For this run, the script counts the antenna cells in the layout as 0.

CTS:
- The run puts the clock network latency to the later pin of the worst-skew pair at approximately 0.50 ns.
- The post-CTS hold buffer count recorded in the log is 0.
- The run puts the post-cts gate resize count at 0.
- The run gives the number of buffers created by CTS as 17.
- The clock passes through at most 2 buffers.
- The run gives the root buffer cell as sky130_fd_sc_hd__clkbuf_8.
- The run gives the clock tree from TritonCTS as done.
- On the worst setup and hold paths after CTS, the clock-pin slew comes to approximately 0.050 ns.
- The run puts the count of clock tree sinks at 136.
- Looking at the post-CTS report, the setup buffer insertion count equals 0.
- Looking at the clock tree report, the H-tree level count equals 4.

Run:
- The number of maximum-capacitance violations recorded for the run is 0.
- The run gives the total tool warning count as 25.

Place:
- The run puts the final weighted congestion of routability-driven global placement at between 0.8 and 0.9.
- The run puts the number of buffers inserted by port buffering at 21.
- Before CTS, the worst setup slack after placement is 0.369 ns.
- The run gives the post-DP HPWL as about 6000 um.

Die:
- According to the floorplan report, the placeable core area is 9860 um^2.
- The run gives the total die area as around 11000 um^2.
- The run gives the count of pins on the block boundary as 22.
- The run gives the y dimension of the die as 103 um.
- The run puts the die extent in x at 103 um.
- The run puts the initial core utilization at between 50 and 60%.
- The run gives the row count as 36.

Worst setup path:
- The run puts the largest fanout on the critical path at 9.
- The critical path is of the in2reg type.
- The worst setup path is launched from a primary input.
- Among all stages on the critical path, the largest delay is contributed by sky130_fd_sc_hd__clkdlybuf4s50_1.
- The script reports the combined buffer and inverter count of the critical path as 3.
- The run puts the worst stage delay on the critical path at about 0.52 ns.
- The run puts the register-to-register setup slack at 1.22 ns.
- The worst setup path is captured at a flip-flop.
- For the worst setup path, the data required time is around 2.9 ns.
- Walking the worst path, the cells encountered are clkdlybuf4s50_1 -> inv_1 -> or3_1 -> nor3_1 -> buf_4.
- Per STA, the worst path accumulates the most delay in the family buffers and inverters.
- STA puts the critical path data arrival time at 2.05 ns.

Finish:
- The run gives the layout-stage area growth over the synthesis result as 21.7%.
- Fill cells in the final layout number a little under 700.
- The layout summary lists the proportion of cells stronger than drive strength 1 as between 20 and 30%.

Hold path:
- The run gives the class of the worst hold path as in2reg.

Outcome:
- The flow ran to the end, and the final reports show no timing, DRC or antenna violations.
## area by class of cell
| class | count | area (um^2) | share of cell area, % |
|---|---|---|---|
| tap | 133 | 166 | 2.66 |
| clock inverter | 13 | 204 | 3.25 |
| sequential | 136 | 4080 | 65.2 |
| inverter | 1 | 3.75 | 0.0599 |
| timing repair buffer | 43 | 390 | 6.23 |
| multi-input combinational | 83 | 1000 | 16.0 |
| clock buffer | 18 | 418 | 6.67 |
## path summary, 6_finish.rpt
kind	from	to	depth (start not counted)
max reg2reg	mem[2][3]	dout[3]	3
min reg2reg	mem[3][6]	dout[6]	3
min	addr[1]	mem[11][0]	3
max	we	mem[0][1]	5
## cells in the final DEF, fill, tap and decap left out, drive strengths merged
cell / n
nand3: 1
a22oi: 16
clkbuf: 18
mux4: 32
nand3b: 2
nor3: 4
edfxtp: 136
nor2: 13
buf: 24
clkdlybuf4s50: 19
bufinv: 5
or3: 1
clkinvlp: 1
inv: 1
and2: 1
nand2: 9
nor2b: 2
nand2b: 2
clkinv: 7
## per-layer routing
metal,GRT usage [%],up-vias
li1,-,1076
met1,37.2,1187
met2,29.3,108
met3,12.5,11
met4,4.23,0
met5,3.37,-
## Yosys cell counts, drive strengths merged
cell	count	area [um^2]
a22oi	16	120
and2	1	6.26
buf	8	47.5
clkbuf	3	12.5
edfxtp	136	4080
inv	1	3.75
mux4	32	721
nand2	9	33.8
nand2b	2	12.5
nand3	1	5.00
nand3b	2	15.0
nor2	13	48.8
nor2b	2	12.5
nor3	4	20.0
or3	1	6.26
## metrics by stage
stage	utilization [%]	cell area (um^2)	instances	power (W)	hold slack [ns]
global placement	57.2	5650	396	0.00268	0.757
floorplan	-	5150	231	0.00255	0.639
finish	63.5	6270	427	0.00502	0.743
global route	63.5	6270	427	0.00517	0.769
detailed placement	57.2	5650	396	0.00268	0.756
CTS	63.5	6270	427	0.00507	0.719
## tightest hold or removal path, delay by kind of cell
| kind | cells | cell delay (ns) |
|---|---|---|
| simple gates | 2 | 0.29 |
| buf+inv | 1 | 0.23 |
## logic make-up (layout without fill, tap and decap cells)
family	Yosys count	in the layout	synth area share, %
compound gates	16	16	2.33
buf+inv	12	75	1.24
simple gates	35	35	3.11
flops	136	136	79.3
mux	32	32	14.0
## state kept, by name (all words and copies together), names as in the netlist
| signal | cells |
|---|---|
| dout | 8 |
| mem | 128 |
## power by group
group / leakage, nW / total (W) / switching (W) / internal (W)
combinational: 0.519 / 0.000240 / 0.000127 / 0.000113
sequential: 1.24 / 0.00239 / 0.0000111 / 0.00238
clock: 0.304 / 0.00239 / 0.000803 / 0.00158
Power is estimated from default activity; no workload was simulated.
