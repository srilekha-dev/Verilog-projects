[/design/flow/config.mk]
export PLATFORM = sky130hd
export DESIGN_NAME = uart_tx
export DESIGN_NICKNAME = uart_tx
export VERILOG_FILES = /design/flow/design.v
export SDC_FILE = /design/flow/constraint.sdc
export NUM_CORES = 4
export LEC_CHECK = 1
export CORE_UTILIZATION = 40
[/design/flow/constraint.sdc]
current_design uart_tx

set clk_period 2.5
set clk_io_pct 0.2

create_clock -name clk0 -period $clk_period [get_ports {clk}]

set non_clock_inputs [all_inputs -no_clocks]
set_input_delay [expr $clk_period * $clk_io_pct] -clock clk0 $non_clock_inputs
set_output_delay [expr $clk_period * $clk_io_pct] -clock clk0 [all_outputs]
[/design/flow/design.v]
module uart_tx (
    input        clk,          
    input        rst,          
    input  [7:0] data_in,      
    input        tx_start,     
    output reg   tx,           
    output reg   busy          
);
    parameter CLK_DIV = 10416;   
    reg [13:0] count;
    reg [3:0]  bit_index;
    reg [9:0]  tx_shift;        
    always @(posedge clk or posedge rst) begin
        if (rst) begin
            tx <= 1'b1; busy <= 0; count <= 0; bit_index <= 0; tx_shift <= 10'b1111111111;
        end else if (tx_start & ~busy) begin
            busy <= 1;
            tx_shift <= {1'b1, data_in, 1'b0};  
            bit_index <= 0;
            count <= 0;
        end else if (busy) begin
            if (count == CLK_DIV-1) begin
                tx <= tx_shift[bit_index];
                bit_index <= bit_index + 1;
                count <= 0;
                if (bit_index == 9) busy <= 0;  
            end else count <= count + 1;
        end
    end
endmodule
module uart_rx (
    input        clk,          
    input        rst,          
    input        rx,           
    output reg [7:0] data_out, 
    output reg   data_valid    
);
    parameter CLK_DIV = 10416;  
    reg [13:0] count;
    reg [3:0]  bit_index;
    reg [9:0]  rx_shift;
    reg        receiving;
    always @(posedge clk or posedge rst) begin
        if (rst) begin
            count <= 0; bit_index <= 0; data_out <= 0; data_valid <= 0; receiving <= 0;
        end else if (~receiving & ~rx) begin
            receiving <= 1; count <= CLK_DIV/2; bit_index <= 0;  
        end else if (receiving) begin
            if (count == CLK_DIV-1) begin
                rx_shift[bit_index] <= rx;
                bit_index <= bit_index + 1;
                count <= 0;
                if (bit_index == 9) begin
                    receiving <= 0;
                    data_out <= rx_shift[8:1];  
                    data_valid <= 1;
                end
            end else count <= count + 1;
        end else data_valid <= 0;
    end
endmodule
[/design/flow/run.sh]
#!/bin/bash
# OpenROAD 26Q1-2900-gdf79404cd8, Yosys 0.63+post, stock flow scripts
make -C /OpenROAD-flow-scripts/flow DESIGN_CONFIG=/design/flow/config.mk WORK_HOME=/design/flow/orfs finish
==> impl_metrics.ini <==
; physical design summary
[outcome]
status = complete, no violations

[setup_path]
cp_max_fo = 11
worstSetupPathType = register to register
worst_path_largest_cell_delay_ns = 0.46
startpoint = count[6]$_DFFE_PP0P_
r2r_start = count[6]$_DFFE_PP0P_
critPathSlowestCell = dfrtp_1
r2r_slack_ns = 0.39
r2r_end = tx$_DFFE_PP1P_
endpoint_kind = register
required_ns = 2.71
r2r_cells = 4
path_cells = nor4b_1, nand4_1, or2_1, o31a_1
start_kind = register
worstPathArrival_ns = 2.31

[placed_design]
place.gp.congestion = 0.8826
hpwlAfterDp_mm = 2.159
io_buffers = 12
dp.cells = 228
place_ws_ns = 0.4407

[routing]
wl_mm = 3.296
drc = 0
ant_nets = 0
vias = 1312
antenna_cells = 0
avgRoutedWirePerCell_um = 13.97
detail_route.iter0.violations = 98
avgViaCountPerCell = 5.559
dr.pass1.iters = 4

[sta]
worst_hold_slack_ns = 0.4566
fin_ws_ns = 0.3915
finClkSkew_ns = 0.006249
fin_crit_ns = 2.109
drv_slew = 0
rsz0062_at_grt = false
hold_viol = 0
fin_setup_tns_ns = 0
fin_crit_sh_pct = 84.34
worst_slew_pin_slew_ns = 0.5590
fmax_mhz = 474.3
setup_viol = 0
slew_headroom_pct = 62.74

[cts]
post_cts_resized = 0
htree_levels = 2
insertion_delay_ns = 0.28
clockRootBuffer = clkbuf_8
cts_buffers = 5
cts_setup_buffers = 0
clk_path_buf_depth = 2
cts_tree = done
cts.sinks = 29
holdBufCountCts = 0
cts.reportedPaths.clkPinSlew_ns = 0.06

[cells_and_area]
stdcell_count = 236
area_growth_pct = 15.57
fin_util_pct = 48.99
drive_gt1_share_pct = 12.23
nFillCells = 349

[power_and_ir_drop]
irDropWorstVdd_mv = 0.3619
p_sw_share_pct = 33.05
intPower_mw = 0.9119
seq_power_share_pct = 53.7
clockPowerShare_pct = 27.0
p_leak_nw = 0.7683
switchingPower_mw = 0.4502
pwr-share-comb_pct = 19.3
powerDensity_mw_per_mm2 = 748.2

[floorplanning]
core_area_mm2 = 0.003716
die_h_um = 64.76
num_io_pins = 13
num_rows = 22
chipArea_mm2 = 0.004193
die_w_um = 64.76
fp_util_pct = 42.39

[synthesis]
ys.flops = 29
yosysChipArea_mm2 = 0.001575
edf_count = 0
ys_cells = 174
synth_area_mm2 = 0.001575
netlist-cell-type-count = 38
async_flop_share_pct = 100.0
ys_seq_share_pct = 46.86
yosysWarnings = 1
flop_cell = dfrtp_1
avgSynthCellArea_um2 = 9.053
syn_inst = 174

[grt]
grt_pass1_vias = 1271
grt_pass1_wl_mm = 5.761
grt_overflow_total = 0
grt_max_degree = 30
grt_usage_pct = 18.16
antenna_found_initial = 0

[run]
maxCapViolCount = 0
warnings = 27

[hold_path]
hold-path-endpoint = tx_shift[6]$_DFFE_PP1P_
min-delay-start = tx_shift[6]$_DFFE_PP1P_
hold_path_depth = 2
holdCritPathClass = register to register
-- flip-flops by register name, summed over array words and instances (netlist names) --
register,count
tx,1
busy,1
bit_index,4
count,14
tx_shift,9
-- cells in the final DEF (no fill, tap or decap), drive strengths merged, types with 3 or more instances in the layout --
cell type	instances
a31oi	3
buf	3
clkbuf	8
clkdlybuf4s50	12
dfrtp	19
dfstp	10
ha	4
inv	7
nand2	42
nand3	12
nand4	8
nor2	10
nor4b	3
o211ai	3
o21ai	10
o31ai	3
or4	3
-- worst max-delay path: cells and delay by family (launching register included) --
family | cells | cell delay, ns
and+or+nand+nor | 3 | 1.28
DFF | 1 | 0.46
AOI/OAI and AO/OA | 1 | 0.31
-- synth_stat cells, types with 2 or more instances --
library cell / n / share of area, %
a31oi_1: 3 / 1.2
and3_1: 2 / 0.79
and4_1: 2 / 1.1
buf_2: 3 / 0.95
clkbuf_1: 6 / 1.4
dfrtp_1: 19 / 30
dfstp_2: 10 / 17
ha_1: 4 / 3.2
inv_1: 7 / 1.7
mux2i_1: 2 / 1.3
mux4_2: 2 / 2.9
nand2_1: 42 / 10
nand3_1: 12 / 3.8
nand4_1: 7 / 2.8
nor2_1: 10 / 2.4
nor2b_1: 2 / 0.79
nor4b_1: 2 / 1.1
o211ai_1: 3 / 1.4
o21ai_0: 10 / 3.2
o22ai_1: 2 / 0.79
o31ai_1: 3 / 1.4
or3_1: 2 / 0.79
or4_1: 3 / 1.4
xor2_1: 2 / 1.1
-- area by class of cell --
type                       count  area (um2)  area share, %
clock buffer                   8       80.08          4.399
inverter                       7       26.28          1.443
multi-input combinational    129       773.2          42.47
sequential                    29       738.2          40.55
tap                           48       60.06          3.299
timing repair buffer          15       142.6          7.835
-- power by group through the flow --
stage	Combinational [mW]	Clock, mW	Sequential, mW
final	0.263	0.367	0.732
after global routing	0.299	0.401	0.752
after CTS	0.264	0.375	0.729
-- per-stage QoR --
step | cell area, um2 | total power, mW
finish | 1821 | 1.362
global route | 1821 | 1.453
CTS | 1821 | 1.368
detailed placement | 1740 | 0.9980
global placement | 1740 | 0.9917
floorplan | 1575 | 0.9142
-- layer usage --
layer | global-route usage [%] | wire, um | vias up
met5 | 0 | 0 | -
li1 | - | - | 645
met2 | 28.78 | 1565 | 41
met1 | 27.34 | 1533 | 618
met4 | 3.611 | 57 | 0
met3 | 2.857 | 140 | 8
-- cells by family (layout without fill, tap and decap cells) --
logic type               count (synthesis)  after routing  share of synthesized area (%)
AND/OR/NAND/NOR                         93             93                          29.87
flip-flops                              29             29                          46.86
AND-OR/OR-AND                           26             26                          10.80
buffers and inverters                   16             30                          4.051
adder cells (fa/ha/maj)                  4              4                          3.177
multiplexers                             4              4                          4.130
XOR/XNOR                                 2              2                          1.112
-- how the worst max path moves through the flow --
stage | to | slack (ns) | cells after the start
finish | tx$_DFFE_PP1P_ | 0.39 | 4
global route | tx$_DFFE_PP1P_ | 0.21 | 4
CTS | tx$_DFFE_PP1P_ | 0.40 | 4
Power figures rest on the tool's default switching activity, not on a simulated workload.
